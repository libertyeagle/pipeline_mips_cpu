File: run.sh
#!/bin/bash
# OpenROAD 26Q1-2900-gdf79404cd8, Yosys 0.63+post, stock flow scripts
make -C /OpenROAD-flow-scripts/flow DESIGN_CONFIG=/design/flow/config.mk WORK_HOME=/design/flow/orfs finish
File: config.mk
export PLATFORM = sky130hd
export DESIGN_NAME = id_stage
export DESIGN_NICKNAME = id_stage
export VERILOG_FILES = /design/flow/design.v
export SDC_FILE = /design/flow/constraint.sdc
export NUM_CORES = 4
export LEC_CHECK = 1
export CORE_UTILIZATION = 30
File: constraint.sdc
current_design id_stage

set clk_period 2.9
set clk_io_pct 0.2

create_clock -name clk0 -period $clk_period [get_ports {clk}]

set non_clock_inputs [all_inputs -no_clocks]
set_input_delay [expr $clk_period * $clk_io_pct] -clock clk0 $non_clock_inputs
set_output_delay [expr $clk_period * $clk_io_pct] -clock clk0 [all_outputs]
File: design.v
`timescale 1ns / 1ps
module control(
    input [5:0] op,
    input [5:0] funct,
    input [4:0] rt,
    output reg branch,
    output reg mem_to_reg,
    output reg [3:0] alu_control,
    output reg mem_write,
    output reg alu_src,
    output reg alu_shift_shamt,
    output reg reg_write,
    output reg jump,
    output reg jump_reg,
    output reg reg_dst,
    output reg [2:0] branch_type,
    output reg [2:0] load_type,
    output reg [1:0] store_type
);
    parameter BRANCH_BEQ = 3'd0;
    parameter BRANCH_BGEZ = 3'd1; 
    parameter BRANCH_BGTZ = 3'd2;
    parameter BRANCH_BLEZ = 3'd3;
    parameter BRANCH_BLTZ = 3'd4;
    parameter BRANCH_BNE = 3'd5;
    parameter LOAD_LB = 3'd0;
    parameter LOAD_LBU = 3'd1;
    parameter LOAD_LH = 3'd2;
    parameter LOAD_LHU = 3'd3;
    parameter LOAD_LW = 3'd4;
    parameter STORE_SB = 2'd0;
    parameter STORE_SH = 2'd1;
    parameter STORE_SW = 2'd2;
    parameter A_NOP = 4'd00;
    parameter A_ADD = 4'd01;
    parameter A_SUB = 4'd02;
    parameter A_AND = 4'd03;
    parameter A_OR = 4'd04;
    parameter A_XOR = 4'd05;
    parameter A_NOR = 4'd06;
    parameter A_SLT = 4'd07;
    parameter A_SLTU = 4'd08;
    parameter A_SLL = 4'd09;
    parameter A_SRA = 4'd10;
    parameter A_SRL = 4'd11;
    parameter A_LUI = 4'd12;
    always @(*)
    begin
        branch = 1'b0;
        mem_to_reg = 1'b0;
        alu_control = 4'd0;
        mem_write = 1'b0;
        alu_src = 1'b0;
        alu_shift_shamt = 1'b0;
        reg_write = 1'b0;
        jump = 1'b0;
        jump_reg = 1'b0;
        reg_dst = 1'b0;
        branch_type = 3'd0;
        load_type = 3'd0;
        store_type = 2'd0;
        case(op)
            6'h0:
            begin
                reg_dst = 1'b1;
                reg_write = 1'b1;
                case(funct)
                    6'h20:  
                        alu_control = A_ADD;
                    6'h21:  
                        alu_control = A_ADD;
                    6'h24:  
                        alu_control = A_AND;
                    6'h27:  
                        alu_control = A_XOR;
                    6'h25:  
                        alu_control = A_OR;
                    6'h0:  
                    begin
                        alu_shift_shamt = 1'b1;
                        alu_control = A_SLL;
                    end
                    6'h4:  
                        alu_control = A_SLL;
                    6'h3:  
                    begin
                        alu_shift_shamt = 1'b1;
                        alu_control = A_SRA;
                    end
                    6'h7:  
                        alu_control = A_SRA;
                    6'h2:  
                    begin
                        alu_shift_shamt = 1'b1;
                        alu_control = A_SRL;
                    end 
                    6'h6:  
                        alu_control = A_SRL;
                    6'h22:  
                        alu_control = A_SUB;
                    6'h23:  
                        alu_control = A_SUB;
                    6'h26:  
                        alu_control = A_XOR;
                    6'h2a:  
                        alu_control = A_SLT;
                    6'h2b:  
                        alu_control = A_SLTU;
                    6'h8:  
                        jump_reg = 1'b1;
						  default:
								alu_control = A_NOP;
                endcase
            end
            6'h8:  
            begin
                alu_src = 1'b1;
                reg_write = 1'b1;
                alu_control = A_ADD;
            end
            6'h9:  
            begin
                alu_src = 1'b1;
                reg_write = 1'b1;
                alu_control = A_ADD;
            end
            6'hc:  
            begin
                alu_src = 1'b1;
                reg_write = 1'b1;
                alu_control = A_AND;
            end
            6'hd:  
            begin
                alu_src = 1'b1;
                reg_write = 1'b1;
                alu_control = A_OR;
            end
            6'he:  
            begin
                alu_src = 1'b1;
                reg_write = 1'b1;
                alu_control = A_XOR;
            end
            6'ha:  
            begin
                alu_src = 1'b1;
                reg_write = 1'b1;
                alu_control = A_SLT;
            end
            6'hb:  
            begin
                alu_src = 1'b1;
                reg_write = 1'b1;
                alu_control = A_SLTU;
            end
            6'h4:  
            begin
                branch = 1'b1;
                branch_type = BRANCH_BEQ;
            end
            6'h1:
            begin
                if (rt == 1)  
                begin
                    branch = 1'b1;
                    branch_type = BRANCH_BGEZ;
                end
                else if (rt == 0)  
                begin
                    branch = 1'b1;
                    branch_type = BRANCH_BLTZ;
                end
            end
            6'h7:  
            begin
                branch = 1'b1;
                branch_type = BRANCH_BGTZ;
            end
            6'h6:  
            begin
                branch = 1'b1;
                branch_type = BRANCH_BLEZ;
            end
            6'h5:  
            begin
                branch = 1'b1;
                branch_type = BRANCH_BNE;
            end
            6'h20:  
            begin
                mem_to_reg = 1'b1;
                reg_write = 1'b1;
                alu_src = 1'b1;
                alu_control = A_ADD;
                load_type = LOAD_LB;
            end
            6'h24:  
            begin
                mem_to_reg = 1'b1;
                reg_write = 1'b1;
                alu_src = 1'b1;
                alu_control = A_ADD;
                load_type = LOAD_LBU;
            end
            6'h21:  
            begin
                mem_to_reg = 1'b1;
                reg_write = 1'b1;
                alu_src = 1'b1;
                alu_control = A_ADD;
                load_type = LOAD_LH;
            end
            6'h25:  
            begin
                mem_to_reg = 1'b1;
                reg_write = 1'b1;
                alu_src = 1'b1;
                alu_control = A_ADD;
                load_type = LOAD_LHU;
            end
            6'h23:  
            begin
                mem_to_reg = 1'b1;
                reg_write = 1'b1;
                alu_src = 1'b1;
                alu_control = A_ADD;
                load_type = LOAD_LW;
            end
            6'h28:  
            begin
                mem_write = 1'b1;
                alu_control = A_ADD;
                alu_src = 1'b1;
                store_type = STORE_SB;
            end
            6'h29:  
            begin
                mem_write = 1'b1;
                alu_control = A_ADD;
                alu_src = 1'b1;
                store_type = STORE_SH;
            end
            6'h2b:  
            begin
                mem_write = 1'b1;
                alu_control = A_ADD;
                alu_src = 1'b1;
                store_type = STORE_SW;
            end
            6'h2:  
            begin
                jump = 1'b1;
            end
				default:
				begin
				end
        endcase
    end
endmodule
`timescale 1ns / 1ps
module id_stage(
    input clk,
    input rst_n,
    input [31:0] if_id_instruction,
    input [31:0] if_id_pc_next,
	 input flush_id,
    output reg [4:0] id_ex_rs,
    output reg [4:0] id_ex_rt,
    output reg [4:0] id_ex_rd,
    output reg [31:0] id_ex_imm_sign_extended,
    output reg [4:0] id_ex_shamt,
    output reg [31:0] id_ex_pc_next,
    output reg [3:0] id_ex_ctrl_alu_control,
    output reg id_ex_ctrl_alu_src,
    output reg id_ex_ctrl_alu_shift_shamt,
    output reg id_ex_ctrl_branch,
    output reg id_ex_ctrl_jump,
    output reg id_ex_ctrl_jump_reg,
    output reg [2:0] id_ex_ctrl_load_type,
    output reg [1:0] id_ex_ctrl_store_type,
    output reg [2:0] id_ex_ctrl_branch_type,
    output reg id_ex_ctrl_mem_to_reg,
    output reg id_ex_ctrl_mem_write,
    output reg id_ex_ctrl_reg_dst,
    output reg id_ex_ctrl_reg_write,
    output stall
);
    wire [4:0] rs;
    wire [4:0] rt;
    wire [4:0] rd;
    wire [5:0] op;
    wire [5:0] funct;
    wire [4:0] shamt;
    wire branch;
    wire mem_to_reg;
    wire [3:0] alu_control;
    wire mem_write;
    wire alu_src;
    wire alu_shift_shamt;
    wire reg_write;
    wire jump;
    wire jump_reg;
    wire reg_dst;
    wire [2:0] branch_type;
    wire [2:0] load_type;
    wire [1:0] store_type;
    reg [31:0] imm_sign_extended;
    assign rs = if_id_instruction[25:21];
    assign rt = if_id_instruction[20:16];
    assign rd = if_id_instruction[15:11];
    assign op = if_id_instruction[31:26];
    assign funct = if_id_instruction[5:0];
    assign shamt = if_id_instruction[10:6];
    control CPU_CONTROL(
        op,
        funct,
        rt,
        branch,
        mem_to_reg,
        alu_control,
        mem_write,
        alu_src,
        alu_shift_shamt,
        reg_write,
        jump,
        jump_reg,
        reg_dst,
        branch_type,
        load_type,
        store_type
    );
    always @(*)
        if (if_id_instruction[15] == 1'b1) imm_sign_extended = 32'hffff0000 + if_id_instruction[15:0];
        else imm_sign_extended = 32'h00000000 + if_id_instruction[15:0];
    assign stall = (id_ex_ctrl_mem_to_reg) && (id_ex_rt == rs || id_ex_rt == rt);
    always @(posedge clk or negedge rst_n)
    begin
        if (~rst_n)
        begin
            id_ex_ctrl_alu_control <= 3'b0;
            id_ex_ctrl_reg_dst <= 1'b0;
            id_ex_ctrl_alu_src <= 1'b0;
            id_ex_ctrl_reg_write <= 1'b0;
            id_ex_ctrl_mem_to_reg <= 1'b0;
            id_ex_ctrl_mem_write <= 1'b0;
            id_ex_ctrl_jump <= 1'b0;
            id_ex_ctrl_branch <= 1'b0;
            id_ex_ctrl_jump_reg <= 1'b0;
            id_ex_ctrl_alu_shift_shamt <= 1'b0;
            id_ex_ctrl_store_type <= 2'b0;
            id_ex_ctrl_load_type <= 2'b0;
            id_ex_ctrl_branch_type <= 2'b0;
            id_ex_imm_sign_extended <= 32'b0;
            id_ex_pc_next <= 32'b0;
            id_ex_rd <= 5'b0;
            id_ex_rt <= 5'b0;
            id_ex_rs <= 5'b0;
            id_ex_shamt <= 5'b0;
        end
        else if (flush_id)
        begin
            id_ex_ctrl_alu_control <= 3'b0;
            id_ex_ctrl_reg_dst <= 1'b0;
            id_ex_ctrl_alu_src <= 1'b0;
            id_ex_ctrl_reg_write <= 1'b0;
            id_ex_ctrl_mem_to_reg <= 1'b0;
            id_ex_ctrl_mem_write <= 1'b0;
            id_ex_ctrl_jump <= 1'b0;
            id_ex_ctrl_branch <= 1'b0;
            id_ex_ctrl_jump_reg <= 1'b0;
            id_ex_ctrl_alu_shift_shamt <= 1'b0;
            id_ex_ctrl_store_type <= 2'b0;
            id_ex_ctrl_load_type <= 2'b0;
            id_ex_ctrl_branch_type <= 2'b0;
            id_ex_imm_sign_extended <= 32'b0;
            id_ex_pc_next <= 32'b0;
            id_ex_rd <= 5'b0;
            id_ex_rt <= 5'b0;
            id_ex_rs <= 5'b0;
            id_ex_shamt <= 5'b0;
        end
        else if (stall)
        begin
            id_ex_ctrl_alu_control <= 3'b0;
            id_ex_ctrl_reg_dst <= 1'b0;
            id_ex_ctrl_alu_src <= 1'b0;
            id_ex_ctrl_reg_write <= 1'b0;
            id_ex_ctrl_mem_to_reg <= 1'b0;
            id_ex_ctrl_mem_write <= 1'b0;
            id_ex_ctrl_jump <= 1'b0;
            id_ex_ctrl_branch <= 1'b0;
            id_ex_ctrl_jump_reg <= 1'b0;
            id_ex_ctrl_alu_shift_shamt <= 1'b0;
            id_ex_ctrl_store_type <= 2'b0;
            id_ex_ctrl_load_type <= 2'b0;
            id_ex_ctrl_branch_type <= 2'b0;
            id_ex_imm_sign_extended <= 32'b0;
            id_ex_pc_next <= 32'b0;
            id_ex_rd <= 5'b0;
            id_ex_rt <= 5'b0;
            id_ex_rs <= 5'b0;
            id_ex_shamt <= 5'b0;
        end
        else 
        begin
            id_ex_ctrl_alu_control <= alu_control;
            id_ex_ctrl_reg_dst <= reg_dst;
            id_ex_ctrl_alu_src <= alu_src;
            id_ex_ctrl_reg_write <= reg_write;
            id_ex_ctrl_mem_to_reg <= mem_to_reg;
            id_ex_ctrl_mem_write <= mem_write;
            id_ex_ctrl_jump <= jump;
            id_ex_ctrl_branch <= branch;
            id_ex_ctrl_jump_reg <= jump_reg;
            id_ex_ctrl_alu_shift_shamt <= alu_shift_shamt;
            id_ex_ctrl_store_type <= store_type;
            id_ex_ctrl_load_type <= load_type;
            id_ex_ctrl_branch_type <= branch_type;
            id_ex_imm_sign_extended <= imm_sign_extended;
            id_ex_pc_next <= if_id_pc_next;
            id_ex_rd <= rd;
            id_ex_rt <= rt;
            id_ex_rs <= rs;
            id_ex_shamt <= shamt;
        end
    end
endmodule
==> Changelog: implementation <==
## Implementation

* Status: finished clean
* CP Launch Type: input port
* # hold bufs at CTS at 0
* Critical path depth at 5
* WP data arrival at 2.18 ns
* Slack of the worst reg-to-reg path at 0.96 ns
* Via density at 4.299
* Setup tns final at 0 ns
* Core footprint at 0.01051 mm2
* Switching part of the total at 0.2341
* YS warnings at 2
* Int Pwr at 1.777 mW
* CTS buffer count at 9
* Top Family by Delay on Critical Path: buffers and inverters
* Fp util at 0.3138
* Crit Path Max Fanout at 3
* Yosys Instances at 284
* Clk buf depth at 2
* Vias in the first global route at 2,314
* Antenna violations before repair at 0
* Area grow syn2layout at 57.28%
* FFs w/ async S/R, synth at 1.000
* Clock Pin Slew Worst Setup and Hold Paths at 0.09 ns
* Synth Area per Inst at 11.61 um2
* Slowest stage delay, CP at 0.50 ns
* Final Setup Violations at 0
* Gr usage total at 0.1483
* Root Buffer: clkbuf_8
* Post-synth cell types at 43
* Skew final at 0.009889 ns
* CP most frequent cell: clkdlybuf4s50_1
* Reg with most FFs: id_ex_pc_next
* Slew @ Worst Pin at 0.6706 ns
* Sequential power share at 0.502
* Antenna diode count at 0
* Ys flop type: dfrtp_1
* Largest register FFs at 32
* Final cell count without fillers at 575
* Slowest CP cell: clkdlybuf4s50_1
* H-tree Lvls at 3
* Final Cycle Share at 0.9515
* Max-slew violation count at 0
* Peak supply drop at 0.0002003 V
* Num ports at 173
* FILL cells at 931
* Most frequent logic cell in the layout: clkdlybuf4s50_1
* Critical path origin: if_id_instruction[23]
* Post-synth EDFFs at 0
* P_sw at 0.5432 mW
* Routed via count at 2,472
* First-pass GRT wire length at 12.63 mm
* Hold WC Path Type: in2async
* R2R cell count at 5
* # DRC at 0
* Global route overflow at 0
* Sinks on Clock Net at 79
* Unrepaired setup endpoints after global routing: false
* Slew HR at 0.5530
* Log Warnings at 25
* R2r endpoint: id_ex_rs[3]$_DFF_PN0_
* Area reported by Yosys stat at 0.003298 mm2
* Post-Syn Area at 0.003298 mm2
* Largest regs: id_ex_pc_next: 32 flops, id_ex_imm_sign_extended: 12 flops
* Row cnt at 37
* Critical R2R Launch: id_ex_rt[2]$_DFF_PN0_
* Max-cap violation count at 0
* I/O Buffers at 172
* Initial DRC count at 79
* Register share after synthesis at 0.5994
* Worst path bufs/invs at 2
* Clock power share at 0.350
* Combinational fraction of design power at 0.148
* Die Area at 0.01142 mm2
* Clk latency of the worst-skew pair at 0.35 ns
* Post-route ant nets at 0
* DP Wirelength at 6.168 mm
* CTS tree: yes
* Placed insts at 559
* DRT Pass-1 Iters at 4
* GPL Wtd Cong at 0.8269
* Static leakage at 2.158 nW
* Synth Instances at 284
* Fin. Hold Viols at 0
* Pwr dens at 447.2 mW/mm2
* Critical Path End Type: primary output
* Die height at 106.9 um
* Worst-path cell chain: clkdlybuf4s50_1, xnor2_1, nand4_1, o22ai_2, clkdlybuf4s50_1
* Die Wd at 106.9 um
* DRT Wirelength at 8.154 mm
* Share of cells above drive strength 1 at 0.07973
* Per-cell routed wire length at 14.18 um
* Fin crit period at 2.759 ns
* Setup crit end: stall
* Synth Register Bits at 79
* WS Path Type: in2out
* FMAX at 0.3624 GHz
* Worst Path Required at 2.32 ns
* Top cells excl fill/tap: 171 x clkdlybuf4s50_1, 79 x dfrtp_1, 57 x and2_1
* Pin count of the biggest net entering global routing at 48
==> synthesized netlist by cell type, drive strengths merged, types with 2 or more instances <==
master,number,area [um2]
a21oi,4,20.02
and4,3,26.28
dfrtp,79,1977
xnor2,11,96.34
or4,2,22.52
a211oi,3,32.53
inv,5,18.77
and2,58,364.1
nand3,2,10.01
nand2,8,30.03
nor3,10,55.05
nor2,12,45.04
nor2b,5,31.28
or3b,2,17.52
nand4,3,18.77
o21ai,8,40.04
nand2b,3,18.77
clkbuf,10,37.54
o22ai,3,18.77
a2111oi,2,23.77
and3b,2,17.52
buf,30,217.7
nand3b,2,15.01
nor4b,2,17.52
nor4,5,46.29
==> kinds of logic (layout without fill, tap and decap cells) <==
family,count (synthesis),in the layout,synth area share
compound gates,26,26,0.05615
xor+xnor,11,11,0.02921
simple gates,123,123,0.2322
buf+inv,45,200,0.08308
flops,79,79,0.5994
==> per-layer routing <==
| layer | vias to the layer above | GRT usage | share of wire |
|---|---|---|---|
| met5 | - | 0 | 0 |
| met4 | 0 | 0.01370 | 0.0091 |
| met3 | 4 | 0.04340 | 0.076 |
| met2 | 111 | 0.2373 | 0.49 |
| met1 | 1139 | 0.2134 | 0.43 |
| li1 | 1218 | - | - |
==> power by group through the flow <==
| stage | registers [mW] | clock network [mW] | logic, mW |
|---|---|---|---|
| after CTS | 1.17 | 0.845 | 0.350 |
| after global routing | 1.17 | 0.903 | 0.381 |
| final | 1.16 | 0.812 | 0.344 |
==> layout make-up <==
class | count | area (um2) | area share
flip-flops and latches | 79 | 1977 | 0.3811
repair buffers | 179 | 1772 | 0.3415
multi-input cells | 160 | 1054 | 0.2031
well taps | 136 | 170.2 | 0.03280
clock buffers | 9 | 123.9 | 0.02388
clock inverters | 7 | 72.57 | 0.01399
inverters | 5 | 18.77 | 0.003618
==> timing repair <==
| action | in CTS | in global routing |
|---|---|---|
| endpoints found under the setup margin | 0 | 1 |
| setup buffers | 0 | 0 |
| resized | 0 | 1 |
==> stage by stage <==
stage | cell area (um2) | util | power [mW] | worst slack, ns | hold WS [ns]
after floorplan | 3298 | - | 1.292 | 1.035 | 0.2844
after global placement | 4985 | 0.4743 | 1.534 | 0.07087 | 0.6351
after detailed placement | 4985 | 0.4743 | 1.536 | 0.07683 | 0.6325
after CTS | 5181 | 0.4930 | 2.360 | 0.06464 | 0.2319
after global routing | 5187 | 0.4936 | 2.454 | 0.06045 | 0.2460
final | 5187 | 0.4936 | 2.320 | 0.1407 | 0.2250
==> worst min-delay path by stage <==
stage / slack, ns / start / end / depth (start not counted)
finish: 0.22 / rst_n / id_ex_pc_next[10]$_DFF_PN0_ / 1
global route: 0.25 / rst_n / id_ex_pc_next[10]$_DFF_PN0_ / 1
CTS: 0.23 / rst_n / id_ex_pc_next[10]$_DFF_PN0_ / 1
Power figures rest on the tool's default switching activity, not on a simulated workload.
