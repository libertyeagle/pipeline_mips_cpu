## design/flow/design.v

```verilog
`timescale 1ns / 1ps
module alu(
    input [31:0] alu_a,
    input [31:0] alu_b,
    input [3:0] alu_op,
    output reg [31:0] alu_out,
    output beq_sig,
    output bgez_sig,
    output bgtz_sig,
    output blez_sig,
    output bltz_sig,
    output bne_sig
);
    parameter A_NOP = 4'd00;
    parameter A_ADD = 4'd01;
    parameter A_SUB = 4'd02;
    parameter A_AND = 4'd03;
    parameter A_OR = 4'd04;
    parameter A_XOR = 4'd05;
    parameter A_NOR = 4'd06;
    parameter A_SLT = 4'd07;
    parameter A_SLTU = 4'd08;
    parameter A_SLL = 4'd09;
    parameter A_SRA = 4'd10;
    parameter A_SRL = 4'd11;
    parameter A_LUI = 4'd12;
    always @(*)
    begin
        case (alu_op)
            A_ADD: alu_out = alu_a + alu_b;
            A_SUB: alu_out = alu_a - alu_b;
            A_AND: alu_out = alu_a & alu_b;
            A_OR: alu_out = alu_a | alu_b;
            A_XOR: alu_out = alu_a ^ alu_b;
            A_NOR: alu_out = ~(alu_a | alu_b);
            A_SLT: alu_out = ($signed(alu_a) < $signed(alu_b)) ? 32'd1 : 32'd0;
            A_SLTU: alu_out = (alu_a < alu_b) ? 32'd1 : 32'd0;
            A_SLL: alu_out = alu_b << alu_a[4:0];
            A_SRA: alu_out = $signed(alu_b) >>> alu_a[4:0];
            A_SRL: alu_out = alu_b >> alu_a[4:0];
            A_LUI: alu_out = {alu_b[15:0], 16'b0};
            default: alu_out = 32'h0;
        endcase
    end
    assign beq_sig = alu_a == alu_b;
    assign bgez_sig = $signed(alu_a) >= 0;
    assign bgtz_sig = $signed(alu_a) > 0;
    assign blez_sig = $signed(alu_a) <= 0;
    assign bltz_sig = $signed(alu_a) < 0;
    assign bne_sig = alu_a != alu_b;
endmodule
`timescale 1ns / 1ps
module ex_stage(
    input clk,
    input rst_n,
    input [4:0] id_ex_rs,
    input [4:0] id_ex_rt,
    input [4:0] id_ex_rd,
    input [31:0] id_ex_imm_sign_extended,
    input [4:0] id_ex_shamt,
    input [31:0] id_ex_reg_a_data,
    input [31:0] id_ex_reg_b_data,
    input [31:0] id_ex_pc_next,
    input [3:0] id_ex_ctrl_alu_control,
    input id_ex_ctrl_alu_src,
    input id_ex_ctrl_alu_shift_shamt,
    input id_ex_ctrl_branch,
    input id_ex_ctrl_jump,
    input id_ex_ctrl_jump_reg,
    input [2:0] id_ex_ctrl_load_type,
    input [1:0] id_ex_ctrl_store_type,
    input [2:0] id_ex_ctrl_branch_type,
    input id_ex_ctrl_mem_to_reg,
    input id_ex_ctrl_mem_write,
    input id_ex_ctrl_reg_dst,
    input id_ex_ctrl_reg_write,
    input [31:0] mem_wb_data,
    input [4:0] mem_wb_rd,
    input mem_wb_ctrl_reg_write,
	 input flush_ex,
    output reg ex_mem_alu_beq_sig,
    output reg ex_mem_alu_bgez_sig,
    output reg ex_mem_alu_bgtz_sig,
    output reg ex_mem_alu_blez_sig,
    output reg ex_mem_alu_bltz_sig,
    output reg ex_mem_alu_bne_sig,
    output reg [31:0] ex_mem_alu_out,
    output reg ex_mem_ctrl_branch,
    output reg [2:0] ex_mem_ctrl_branch_type,
    output reg ex_mem_ctrl_jump,
    output reg ex_mem_ctrl_jump_reg,
    output reg [2:0] ex_mem_ctrl_load_type,
    output reg ex_mem_ctrl_mem_to_reg,
    output reg ex_mem_ctrl_mem_write,
    output reg ex_mem_ctrl_reg_write,
    output reg [1:0] ex_mem_ctrl_store_type,
    output reg [31:0] ex_mem_pc_branch,
    output reg [31:0] ex_mem_pc_jump,
    output reg [4:0] ex_mem_rd,
    output reg [31:0] ex_mem_reg_b_data
);
    wire [31:0] alu_src_a_reg;
    wire [31:0] alu_src_b_reg;
    wire [4:0] write_reg_dst;
	 wire [31:0] alu_src_a;
	 wire [31:0] alu_src_b;
	 wire [31:0] alu_out;
    forwarding_alu CPU_ALU_FORWARDING(
        id_ex_rs,
        id_ex_rt,
        ex_mem_rd,
        mem_wb_rd,
        ex_mem_ctrl_reg_write,
        mem_wb_ctrl_reg_write,
        id_ex_reg_a_data, 
        id_ex_reg_b_data, 
        ex_mem_alu_out, 
        mem_wb_data, 
        alu_src_a_reg,
        alu_src_b_reg
    );
    assign alu_src_a = (id_ex_ctrl_alu_shift_shamt) ? id_ex_shamt : alu_src_a_reg;
    assign alu_src_b = (id_ex_ctrl_alu_src) ? id_ex_imm_sign_extended : alu_src_b_reg;
    alu CPU_ALU(
        alu_src_a, 
        alu_src_b, 
        id_ex_ctrl_alu_control, 
        alu_out, 
        alu_beq_sig,
        alu_bgez_sig,
        alu_bgtz_sig,
        alu_blez_sig,
        alu_bltz_sig,
        alu_bne_sig
    );
    assign write_reg_dst = (id_ex_ctrl_reg_dst) ? id_ex_rd : id_ex_rt; 
    always @(posedge clk or negedge rst_n)
    begin
        if (~rst_n)
        begin
            ex_mem_ctrl_reg_write <= 1'b0;
            ex_mem_ctrl_mem_to_reg <= 1'b0;
            ex_mem_ctrl_mem_write <= 1'b0;
            ex_mem_ctrl_jump <= 1'b0;
            ex_mem_ctrl_jump_reg <= 1'b0;
            ex_mem_ctrl_branch <= 1'b0;
            ex_mem_ctrl_branch_type <= 3'd0;
            ex_mem_ctrl_load_type <= 3'd0;
            ex_mem_ctrl_store_type <= 2'd0;
            ex_mem_alu_out <= 32'b0;
            ex_mem_reg_b_data <= 32'b0;
            ex_mem_pc_branch <= 32'd0;
            ex_mem_pc_jump <= 32'd0;   
            ex_mem_rd <= 5'd0;
            ex_mem_alu_beq_sig <= 1'b0;
            ex_mem_alu_bgez_sig <= 1'b0;
            ex_mem_alu_bgtz_sig <= 1'b0;
            ex_mem_alu_blez_sig <= 1'b0;
            ex_mem_alu_bltz_sig <= 1'b0;
            ex_mem_alu_bne_sig <= 1'b0;
        end 
        else if (flush_ex)
        begin
            ex_mem_ctrl_reg_write <= 1'b0;
            ex_mem_ctrl_mem_to_reg <= 1'b0;
            ex_mem_ctrl_mem_write <= 1'b0;
            ex_mem_ctrl_jump <= 1'b0;
            ex_mem_ctrl_jump_reg <= 1'b0;
            ex_mem_ctrl_branch <= 1'b0;
            ex_mem_ctrl_branch_type <= 3'd0;
            ex_mem_ctrl_load_type <= 3'd0;
            ex_mem_ctrl_store_type <= 2'd0;
            ex_mem_alu_out <= 32'b0;
            ex_mem_reg_b_data <= 32'b0;
            ex_mem_pc_branch <= 32'd0;
            ex_mem_pc_jump <= 32'd0;   
            ex_mem_rd <= 5'd0;
            ex_mem_alu_beq_sig <= 1'b0;
            ex_mem_alu_bgez_sig <= 1'b0;
            ex_mem_alu_bgtz_sig <= 1'b0;
            ex_mem_alu_blez_sig <= 1'b0;
            ex_mem_alu_bltz_sig <= 1'b0;
            ex_mem_alu_bne_sig <= 1'b0;
        end
		  else
        begin
            ex_mem_ctrl_reg_write <= id_ex_ctrl_reg_write;
            ex_mem_ctrl_mem_to_reg <= id_ex_ctrl_mem_to_reg;
            ex_mem_ctrl_mem_write <= id_ex_ctrl_mem_write;
            ex_mem_ctrl_jump <= id_ex_ctrl_jump;
            ex_mem_ctrl_jump_reg <= id_ex_ctrl_jump_reg;
            ex_mem_ctrl_branch <= id_ex_ctrl_branch;
            ex_mem_ctrl_branch_type <= id_ex_ctrl_branch_type;
            ex_mem_ctrl_load_type <= id_ex_ctrl_load_type;
            ex_mem_ctrl_store_type <= id_ex_ctrl_store_type;
            ex_mem_alu_out <= alu_out;
            ex_mem_reg_b_data <= alu_src_b_reg;
            ex_mem_pc_branch <= id_ex_pc_next + (id_ex_imm_sign_extended << 2);
            ex_mem_pc_jump <= 
            (id_ex_ctrl_jump_reg) ? alu_src_a : {id_ex_pc_next[31:28], id_ex_imm_sign_extended[25:0], 2'b00};
            ex_mem_rd <= write_reg_dst;
            ex_mem_alu_beq_sig <= alu_beq_sig;
            ex_mem_alu_bgez_sig <= alu_bgez_sig;
            ex_mem_alu_bgtz_sig <= alu_bgtz_sig;
            ex_mem_alu_blez_sig <= alu_blez_sig;
            ex_mem_alu_bltz_sig <= alu_bltz_sig;
            ex_mem_alu_bne_sig <= alu_bne_sig;
        end
    end
endmodule
`timescale 1ns / 1ps
module forwarding_alu(
    input [4:0] id_ex_rs,
    input [4:0] id_ex_rt,
    input [4:0] ex_mem_rd,
    input [4:0] mem_wb_rd,
    input ex_mem_reg_write,
    input mem_wb_reg_write,
    input [31:0] reg_a_data,
    input [31:0] reg_b_data,
    input [31:0] ex_mem_alu_result,
    input [31:0] mem_wb_data,
    output reg [31:0] alu_src_a,
    output reg [31:0] alu_src_b_reg
);
    wire bypass_a_from_mem;
    wire bypass_a_from_wb;
    wire bypass_b_from_mem;
    wire bypass_b_from_wb;
    wire [1:0] forward_a;
    wire [1:0] forward_b;
    function [1:0] forward_sig;
        input ex_mem_forward_sig;
        input mem_wb_forward_sig;
        begin
            if (ex_mem_forward_sig)
                forward_sig = 2'b10;
            else if (mem_wb_forward_sig)
                forward_sig = 2'b01;
            else forward_sig = 2'b00;
        end
    endfunction
    assign bypass_a_from_mem = (id_ex_rs == ex_mem_rd) && (id_ex_rs != 5'd0) && (ex_mem_reg_write == 1'b1);
    assign bypass_b_from_mem = (id_ex_rt == ex_mem_rd) && (id_ex_rt != 5'd0) && (ex_mem_reg_write == 1'b1);
    assign bypass_a_from_wb = (id_ex_rs == mem_wb_rd) && (id_ex_rs != 5'd0) && (mem_wb_reg_write == 1'b1);
    assign bypass_b_from_wb = (id_ex_rt == mem_wb_rd) && (id_ex_rt != 5'd0) && (mem_wb_reg_write == 1'b1);
    assign forward_a = forward_sig(bypass_a_from_mem, bypass_a_from_wb);
    assign forward_b = forward_sig(bypass_b_from_mem, bypass_b_from_wb);
    always @(*)
        case (forward_a)
            2'b00: alu_src_a = reg_a_data;
            2'b01: alu_src_a = mem_wb_data;
            2'b10: alu_src_a = ex_mem_alu_result;
            default: alu_src_a = reg_a_data;
        endcase
    always @(*)
        case (forward_b)
            2'b00: alu_src_b_reg = reg_b_data;
            2'b01: alu_src_b_reg = mem_wb_data;
            2'b10: alu_src_b_reg = ex_mem_alu_result;
            default: alu_src_b_reg = reg_b_data;
        endcase
endmodule
```

## design/flow/run.sh

```bash
#!/bin/bash
# OpenROAD 26Q1-2900-gdf79404cd8, Yosys 0.63+post, stock flow scripts
make -C /OpenROAD-flow-scripts/flow DESIGN_CONFIG=/design/flow/config.mk WORK_HOME=/design/flow/orfs finish
```

## design/flow/config.mk

```make
export PLATFORM = sky130hd
export DESIGN_NAME = ex_stage
export DESIGN_NICKNAME = ex_stage
export VERILOG_FILES = /design/flow/design.v
export SDC_FILE = /design/flow/constraint.sdc
export NUM_CORES = 4
export LEC_CHECK = 1
export CORE_UTILIZATION = 40
```

## design/flow/constraint.sdc

```tcl
current_design ex_stage

set clk_period 15.2
set clk_io_pct 0.2

create_clock -name clk0 -period $clk_period [get_ports {clk}]

set non_clock_inputs [all_inputs -no_clocks]
set_input_delay [expr $clk_period * $clk_io_pct] -clock clk0 $non_clock_inputs
set_output_delay [expr $clk_period * $clk_io_pct] -clock clk0 [all_outputs]
```

==> summary.txt <==
impl run done, here's what came out: share of final-layout standard cells stronger than drive strength 1=roughly 8.1%, count of warning messages emitted by the tools=between 90 and 100, antenna violations before repair=10, filler cell count in the final layout=around 4200, number of buffers inserted by post-CTS setup repair=0, DRT Wirelength=approximately 110000 um, count of H-tree levels built during CTS=4, synth-to-layout area growth=27.19%, critical path type=in2reg, number of remaining DRC errors=0, most frequent cells in the layout=sky130_fd_sc_hd__clkdlybuf4s50_1, sky130_fd_sc_hd__nor2_1, sky130_fd_sc_hd__nand2_1, power density over cell area=approximately 77 nW/um2, Flop area=3829 um2, number of hold buffers added after cts=0, endpoints failing hold=0, Placer Congestion=~1.1, per-cell via count in the routed design=around 7, post-synth cell types=91, Arrival @ worst endpoint=between 10 and 15 ns, cell area after synthesis=18530 um2, vias post-DR=roughly 23000, Data required, critical path=roughly 16 ns, flip-flop cell with the highest count after synthesis=sky130_fd_sc_hd__dfrtp_1, maximum number of pins on one net before global-route repair=between 60 and 70, most frequently placed logic cell in the final layout=sky130_fd_sc_hd__clkdlybuf4s50_1, master of the slowest instance on the critical path=sky130_fd_sc_hd__a311o_1, setup repair after global routing missed its margin=false, clock sink count=153, combined global-route utilization of all metal layers=about half, PortBufs=approximately 360, EDFF count, synth=0, CTS tree=built, period utilisation layout=70.33%, Max IR drop VDD=0.1097 mV, max capacitance violation total=0, count of final setup violators=0, synthesis-stage register bit count=between 150 and 200, Die Wd=about 220 um, final-layout setup total negative slack=0 ns, Site Rows=approximately 78, max_slew headroom=between 30% and 40%, portion of the post-synthesis area used by sequential elements=about 21%, Area after DPL=22930 um2, residual antenna-violating net count after detailed routing=0, leakage power total=slightly below 10 nW, Die Size=~47000 um2, Gates resized, CTS repair=0, placeable core region=between 40000 and 50000 um2, crit start category=input port, synth warn=9, number of top-level design ports=roughly 360, yosys cell count=about 2400, post-synthesis area per instance=about 7.7 um2, total CTS buffers=17, crit path capture type=register, Final Critical Period=10.69 ns, path type of the worst min-delay path=reg2reg, Cells after Synth=between 2000 and 2500, Buffers & Inverters on Critical Path=3, GR Overflow Total=0, final design area excluding fillers=23560 um2, clock slew at reported path FFs=0.09 ns, Clock Skew=0.01648 ns, worst-path maximum fanout=60, clock root buffer master=sky130_fd_sc_hd__clkbuf_16, proportion of register bits with asynchronous set or reset after synthesis=around 100%, first-pass GRT wire length=about 160000 um, Least-Margin Pin Slew=1.020 ns, number of detailed-route iterations in the first pass=6, biggest cell delay along the critical path=approximately 0.74 ns, Max Fclk=93.54 MHz, effective utilization at floorplan=about two fifths, final-report max-slew violation count=0, cell family with most CP delay=AND-OR/OR-AND gates, outcome=completed, detailed-route wire length per cell=around 34 um, Comb area=roughly 14000 um2, crit-path cells=clkdlybuf4s50_1 > or4_1 > o211ai_1 > or2_2 > buf_4 > a311o_1 > nand2_8 > inv_6 > ha_1 > fa_1 > o21bai_1 > a21oi_1 > nor2_1 > nor4b_1 > o21ai_0 > o41ai_1 > o211ai_1 > a41oi_1 > o21ai_0 > xnor2_1 > a221oi_1 > a21oi_1, estimated wirelength of the detail-placed design=approximately 90000 um, vias in the first global route=21378, Chip Height=about 220 um, worst-case clock buffer depth=2, clk ins delay skew pair=~0.48 ns, chip area from the yosys synthesis statistics=approximately 19000 um2, detailed router's first-iteration violation count=2955
-- final timing paths --
path                                    endpoint  cells past startpoint          startpoint  slack [ns]
max in group asynchronous     ex_mem_alu_out[27]                      3               rst_n       10.83
max reg2reg                   ex_mem_alu_out[26]                     21        ex_mem_rd[3]        7.74
max                           ex_mem_alu_out[26]                     22         id_ex_rs[3]        4.51
min                        ex_mem_reg_b_data[15]                      2  ex_mem_alu_out[15]        0.79
min in group asynchronous      ex_mem_alu_out[5]                      1               rst_n        2.57
min reg2reg                ex_mem_reg_b_data[15]                      2  ex_mem_alu_out[15]        0.79
-- Yosys cell counts, types with 16 or more instances --
cell type                  number  area [um2]
sky130_fd_sc_hd__a211oi_1      57       427.9
sky130_fd_sc_hd__dfrtp_1      153        3829
sky130_fd_sc_hd__nor2_1       300        1126
sky130_fd_sc_hd__a221o_1       18       180.2
sky130_fd_sc_hd__and3_1        22       137.6
sky130_fd_sc_hd__nor3_1        74       370.4
sky130_fd_sc_hd__xnor2_1       50       437.9
sky130_fd_sc_hd__nand3_1       50       250.2
sky130_fd_sc_hd__inv_1        100       375.4
sky130_fd_sc_hd__buf_1         27       101.4
sky130_fd_sc_hd__a221oi_1      41       359.1
sky130_fd_sc_hd__o211ai_1      30       225.2
sky130_fd_sc_hd__o22ai_1       21       131.4
sky130_fd_sc_hd__a21oi_1      176       880.8
sky130_fd_sc_hd__nor4_1        25       156.4
sky130_fd_sc_hd__nor2b_1       32       200.2
sky130_fd_sc_hd__o21bai_1      24       180.2
sky130_fd_sc_hd__nand4_1       34       212.7
sky130_fd_sc_hd__o41ai_1       28       245.2
sky130_fd_sc_hd__nand2b_1      16       100.1
sky130_fd_sc_hd__clkbuf_1     136       510.5
sky130_fd_sc_hd__and2_1        29       181.4
sky130_fd_sc_hd__a21o_1        31       232.7
sky130_fd_sc_hd__mux2i_1      126        1261
sky130_fd_sc_hd__o21ai_0      121       605.6
sky130_fd_sc_hd__xor2_1        21       183.9
sky130_fd_sc_hd__a31oi_1       53       331.6
sky130_fd_sc_hd__mux4_2        25       563.0
sky130_fd_sc_hd__ha_1         129        1614
sky130_fd_sc_hd__o221ai_1      19       166.4
sky130_fd_sc_hd__nand2_1      199       747.0
-- through the flow --
stage | hold slack (ns) | util, % | setup slack, ns | power [W] | cells
after floorplan | 0.5300 | - | 6.468 | 0.0009221 | 2419
after global placement | 0.7354 | 50.30 | 4.336 | 0.001327 | 3302
after detailed placement | 0.7415 | 50.30 | 4.247 | 0.001331 | 3302
after CTS | 0.7448 | 51.67 | 4.743 | 0.001784 | 3334
after global routing | 0.8293 | 51.68 | 4.164 | 0.001877 | 3337
final | 0.7850 | 51.70 | 4.510 | 0.001818 | 3340
-- worst reg2reg max path: cells and delay by family, from the launching register on --
kind	cells	cell delay, ns
compound gates	11	3.68
xor+xnor	2	0.32
fa+ha+maj	2	0.75
buf+inv	2	1.02
flops	1	0.44
simple gates	4	1.16
-- report_power, final --
part	switching, W	leakage, nW	internal, W
logic	0.000562	7.48	0.000339
clock network	0.000226	0.299	0.000225
registers	0.0000274	2.00	0.000438
total	0.000815	9.78	0.00100
-- logic make-up after synthesis --
kind of cell | synth area share (%)
DFF | 20.67
adders and majority gates | 8.929
xor gates and xnor gates | 3.357
buffers and inverters | 6.410
muxes | 10.98
AOI/OAI and AO/OA | 29.38
and+or+nand+nor | 20.28
-- final cells by class --
cell class | instances | area share [%]
multi-input cells | 1974 | 57.43
repair buffers | 469 | 18.72
flip-flops and latches | 153 | 16.25
well taps | 600 | 3.186
clock buffers | 17 | 1.805
inverters | 106 | 1.710
clock inverters | 15 | 0.8337
diodes | 6 | 0.06372
-- metal layers --
| metal | vias up | global-route usage (%) | part of all wire, % | wire length [um] |
|---|---|---|---|---|
| li1 | 9669 | - | - | - |
| met1 | 10957 | 63.25 | 38 | 42940 |
| met2 | 1756 | 68.62 | 41 | 46410 |
| met3 | 412 | 19.77 | 14 | 15370 |
| met4 | 4 | 29.86 | 7.8 | 8800 |
| met5 | - | 0 | 0.021 | 24 |
Power and IR drop assume default switching activity.
