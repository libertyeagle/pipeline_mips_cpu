$ cat config.mk
export PLATFORM = sky130hd
export DESIGN_NAME = reg_file
export DESIGN_NICKNAME = reg_file
export VERILOG_FILES = /design/flow/design.v
export SDC_FILE = /design/flow/constraint.sdc
export NUM_CORES = 4
export LEC_CHECK = 1
export CORE_UTILIZATION = 50
$ cat constraint.sdc
current_design reg_file

set clk_period 8.7
set clk_io_pct 0.2

create_clock -name clk0 -period $clk_period [get_ports {clk}]

set non_clock_inputs [all_inputs -no_clocks]
set_input_delay [expr $clk_period * $clk_io_pct] -clock clk0 $non_clock_inputs
set_output_delay [expr $clk_period * $clk_io_pct] -clock clk0 [all_outputs]
$ cat design.v
`timescale 1ns / 1ps
module reg_file(
	input clk,
	input rst_n,
	input [4:0] rAddr,
	output [31:0] rDout,
	input [4:0] rAddr2,
	output [31:0] rDout2,
	input [4:0] wAddr,
	input [31:0] wIn,
	input wEna
);
	reg [31:0] data [31:0];
	integer i;
	assign rDout = (rAddr)? ((rAddr == wAddr) ? wIn : data[rAddr]) : 32'b0;
	assign rDout2 = (rAddr2) ? ((rAddr2 == wAddr) ? wIn : data[rAddr2]) : 32'b0;
	always @(posedge clk or negedge rst_n)
	begin
		if (~rst_n)
		begin
			for (i = 0; i < 32; i = i + 1)
			begin
				data[i] <= 32'h00000000;
			end
		end
		else if (wEna)
		begin
			if (wAddr != 5'd0) data[wAddr] <= wIn;
		end
	end
endmodule
$ cat run.sh
#!/bin/bash
# OpenROAD 26Q1-2900-gdf79404cd8, Yosys 0.63+post, stock flow scripts
make -C /OpenROAD-flow-scripts/flow DESIGN_CONFIG=/design/flow/config.mk WORK_HOME=/design/flow/orfs finish
==> results_slide.txt <==
Synthesis and Place & Route Summary

Die
  • Placeable Area: 100000 µm²
  • Die width: 321 µm
  • Num rows: 116
  • Fp util: 50.6%
  • Boundary pin count: 114
  • Die Area: 103000 µm²
  • Die Span Y: 321 µm

CTS
  • Cts bufs inserted: 106
  • Latency at later pin: 0.73 ns
  • Root Driver: clkbuf_16
  • H-tree levels: 3
  • CTS tree: done
  • Clock sink total: 992
  • Clk buf depth: 3
  • Clock slew at reported path FFs: 0.06 ns
  • CTS-repair resized insts: 0
  • Cts hold-fix bufs: 0
  • Post-CTS Setup Repair Bufs: 0

Finish
  • Largest register by flop count: data
  • Largest regs: data x992
  • Area growth syn-to-layout: 14.2%
  • Filler Cells Inserted: 8269
  • Layout cell share with drive strength beyond 1: 34.9%
  • Combinational Area: 24400 µm²
  • Fin cells: 5815
  • Register Area: 24800 µm²
  • Largest register FFs: 992

Detailed routing
  • Final ANT Viol Nets: 0
  • Highest metal used: met5
  • Wire length on met2: 106000 µm
  • WL met3: 49400 µm
  • Post-Route WL: 279000 µm
  • Initial detailed-routing violation count: 5891
  • Metal-1 WL: 96600 µm
  • Vias per cell: 7.78
  • DRC violations left: 0
  • Via count: 45.3k
  • Drt pass-1 iters: 10
  • WL/cell: 48.0 µm

Synth
  • YS chip area: 50700 µm²
  • Syn_area_per_cell: 11.8 µm²
  • Synth cell types: 71
  • Post-Syn Area: 50700 µm²
  • Registers, synthesis: 992
  • Register share after synthesis: 48.9%
  • Ys async rst share: 100%
  • Post-Synthesis Cells: 4291
  • Synth Flop Type: dfrtp_1
  • Yosys stat cell total: 4291
  • Post-synth EDFFs: 0
  • Yosys warns: 2

Flow run
  • Max-Cap Viols: 0
  • Tool warning count: 49

Global routing
  • Tot GR Track Use: 57.1%
  • Initial antenna violation count: 19
  • First-pass GRT wire length: 377000 µm
  • Vias in the first global route: 44.1k
  • GR Overflow Total: 0
  • Largest net degree at the start of global routing: 120

STA
  • Slew margin rel.: 22.0%
  • Crit path time final: 7.84 ns
  • Final Skew: 0 ns
  • Worst-Margin Slew: 1.17 ns
  • Max frequency: 127 MHz
  • Final hold violations: 0
  • Total negative slack: 0 ns
  • Tcrit/Tclk final: 90.2%
  • Worst setup margin: 0.855 ns
  • Max Slew Vio Count: 0
  • Final Setup Violations: 0
  • RSZ-0062 raised after global routing: false

Power
  • Peak supply drop: 0.000192 V
  • Power Dens Cells: 232 nW/µm²
  • P_leak: 24.8 nW

Worst setup path
  • Crit path DAT: 6.10 ns
  • Crit. End Element: primary output
  • CP Max Fanout: 16
  • CP startpoint kind: input pin
  • Kind of critical path: in -> out
  • Required time of the critical path: 6.96 ns

Placement
  • Post-Place Cells: 5602
  • Final GP Congestion: 1.09
  • Placement Setup Slack: 1.29 ns
  • Port buffer count: 113
  • Hpwl dp: 175000 µm

Hold path
  • Hold WC Path Type: reg -> reg

Run status
  • Status: completed
routing by layer:
metal	up-vias	track usage [%]
met5	-	2.65
met4	34	36.9
met3	1601	38.3
met2	4397	71.3
met1	22491	72.2
li1	16734	-
where the power goes:
part           total (W)  leakage [nW]  switching, W  internal (W)
registers        0.00651          12.7       0.00100       0.00551
clock network    0.00487          1.81       0.00199       0.00288
logic            0.00205          10.3       0.00100       0.00105
total             0.0134          24.8       0.00400       0.00944
cells in the mapped netlist (30+ instances only):
library cell  count  area share [%]
nor4_1           30            0.37
buf_1            37            0.27
mux2i_1          74             1.5
nand2_1         109            0.81
nand4_1         141             1.7
buf_4            31            0.46
clkbuf_1        154             1.1
a221oi_1         77             1.3
nor2_1          148             1.1
a22o_1           76             1.3
a22oi_1         644             9.5
o21ai_0          83            0.82
mux2_2          998              22
nand3_1          72            0.71
a21oi_1          93            0.92
buf_2           197             1.9
nor3_1           72            0.71
dfrtp_1         992              49
area by class of cell:
| cell class | instances | area share [%] |
|---|---|---|
| flip-flops and latches | 992 | 42.8 |
| multi-input cells | 2875 | 42.1 |
| repair buffers | 375 | 5.62 |
| clock buffers | 154 | 5.43 |
| well taps | 1357 | 2.93 |
| clock inverters | 40 | 0.946 |
| diodes | 19 | 0.0820 |
| inverters | 3 | 0.0194 |
through the flow:
stage | hold WS, ns | util (%) | power, W | instance area [µm²]
floorplan | 0.475 | - | 0.00732 | 50700
finish | 0.511 | 57.8 | 0.0134 | 58000
detailed placement | 0.498 | 54.1 | 0.00848 | 54200
global placement | 0.497 | 54.1 | 0.00846 | 54200
global route | 0.530 | 57.7 | 0.0138 | 57900
CTS | 0.511 | 57.7 | 0.0133 | 57900
cell families (layout without fill, tap and decap cells):
group / after synthesis / after routing / share of synthesized area (%)
AND-OR/OR-AND: 1074 / 1074 / 15.6
XOR/XNOR: 10 / 10 / 0.173
buffers and inverters: 424 / 572 / 3.88
flip-flops: 992 / 992 / 48.9
multiplexers: 1091 / 1091 / 24.1
other: 0 / 19 / 0
AND/OR/NAND/NOR: 700 / 700 / 7.36
final timing paths:
path                       cells past startpoint            to          from  slack [ns]
hold / removal                                 1    data[5][5]    data[5][5]        0.51
min in group asynchronous                      1  data[20][10]         rst_n        0.94
hold reg to reg                                1    data[5][5]    data[5][5]        0.51
max in group asynchronous                      4  data[18][19]         rst_n        5.62
setup / recovery                              10      rDout[1]      rAddr[4]        0.86
setup reg to reg                               1  data[16][25]  data[16][25]        7.77
placed cells by master (no fill, tap or decap), types with 30 or more instances in the layout:
cell type        count
nor2_1             118
nand3_1             71
dfrtp_1            992
a221oi_1            77
clkdlybuf4s50_1    102
nor2_4              68
nor4_1              30
o21ai_0             83
mux2_2             998
clkbuf_16          111
nand4_1            141
nand2_1             98
mux2i_1             74
a22oi_1            644
nor3_1              71
buf_4              247
a22o_1              76
a21oi_1             93
worst max-delay path: stages:
cell and delay, ns:
buf_2 0.46, buf_4 0.40, nand3b_1 0.55, nor2_4 0.99, buf_4 0.57, a221oi_1 0.17, nand3_1 0.14, nor2_1 0.06
a21oi_1 0.38, clkdlybuf4s50_1 0.57
Power is estimated from default activity; no workload was simulated.
